--- design/flow/config.mk ---
export PLATFORM = sky130hd
export DESIGN_NAME = multi_sel
export DESIGN_NICKNAME = multi_sel
export VERILOG_FILES = /design/flow/design.v
export SDC_FILE = /design/flow/constraint.sdc
export NUM_CORES = 4
export LEC_CHECK = 1
export CORE_UTILIZATION = 30
--- design/flow/constraint.sdc ---
current_design multi_sel

set clk_period 5.2
set clk_io_pct 0.2

create_clock -name clk0 -period $clk_period [get_ports {clk}]

set non_clock_inputs [all_inputs -no_clocks]
set_input_delay [expr $clk_period * $clk_io_pct] -clock clk0 $non_clock_inputs
set_output_delay [expr $clk_period * $clk_io_pct] -clock clk0 [all_outputs]
--- design/flow/design.v ---
module multi_sel(
    input [7:0]d,
    input clk,
    input rst,
    output reg input_grant,
    output reg [10:0]out
);
reg [1:0] count;
always @(posedge clk or negedge rst) begin
    if(!rst)begin
        count <= 2'b0;
    end
    else begin
        count <= count + 1'b1;
    end
    end
    reg[7:0] d_reg;
    always @(posedge clk or negedge rst) begin
        if(!rst)begin
            out <= 11'b0;
            input_grant <= 1'b0;
            d_reg <= 8'b0;
        end
        else begin
            case(count)
            2'b00:begin
                out <= d;
                d_reg <= d;
                input_grant <= 1'b1;
            end
            2'b01:begin
                out <= d_reg + {d_reg, 1'b0};
                input_grant <= 1'b0;
            end
            2'b10:begin
                out <= d_reg + {d_reg, 1'b0}+{d_reg, 2'b0};
                input_grant <= 1'b0;
            end
            2'b11:begin
                out <= {d_reg, 3'b0};
                input_grant <= 1'b0;
            end
            default:begin
                out <= d;
                input_grant <= 1'b0;
        end
            endcase
        end
    end
endmodule
--- design/flow/run.sh ---
#!/bin/bash
# OpenROAD 26Q1-2900-gdf79404cd8, Yosys 0.63+post, stock flow scripts
make -C /OpenROAD-flow-scripts/flow DESIGN_CONFIG=/design/flow/config.mk WORK_HOME=/design/flow/orfs finish
==> results.ini <==
[cts]
cts_inserted_buffers=3
ctsHtreeMaxLevel=1
worstSkewPairLatency_ns=0.27
cts_root_buf=sky130_fd_sc_hd__clkbuf_8
cts_setup_buffers=0
cts_tree=yes
cts_repair_resize_count=0
clock_sinks=22
worst_setup_hold_path_clk_slew_ns=0.09
cts_max_path_buffers=2
post_cts_hold_buffer_count=0

[sta]
post-route-min-period_ns=3.138
final_critical_path_setup_slack_ns=2.062
finalSetupTns_ns=0
worst_hold_slack_ns=0.5150
final_setup_violating_endpoints=0
achievable-frequency_mhz=318.7
worst_slew_margin_rel_pct=60.83
fin_crit_sh_pct=60.34
clock_skew_ns=0.005106
tightestPinTransition_ns=0.5875
timing.final.hold_violations=0
slew_viol_final=0
rsz0062_at_grt=no

[drt]
ant_nets=0
viasPerCell=5.019
routed_wirelength_um=3719
post-route-drc-count=0
antenna-diode-count=0
dr.first_iter.drc_count=91
drt-pass1-iter-count=4
total_number_of_vias=1320
routedWlPerCell_um=14.14

[job]
openroad.warnings=30
drv.max_cap_violation_count=0

[worst_setup_path]
required_time_of_the_critical_path_ns=5.34
critical_path_arrival_ns=3.27
kind_of_capture_point_of_the_worst_setup_path=flip-flop
worst-path-max-fanout=6
critPathLaunchType=flip-flop
critical_path_buf_inv_count=0
timing.critical_path.slowest_cell_delay_ns=0.47
worst-r2r-cell-count=10
path_class=flip-flop to flip-flop
cp_top_family=AND-OR/OR-AND gates
path_depth=10
crit_path_cell_trace=ha_1, fa_1, a21o_1, a221oi_2, xor2_1, ha_1, or2_2, a21o_1, o311ai_0, o211ai_1
worst_path_max_delay_cell=sky130_fd_sc_hd__dfrtp_1

[floorplanning]
chipWidth_um=76.06
io_pins=22
chip_area_mm2=0.005784
fp_rows=26
core_region_area_mm2=0.005205
die.size.y_um=76.06
fp_util_pct=31.61

[placed_design]
dp_hpwl_um=2550
dp_slack_ns=2.108
place.gp.congestion=0.8099
dp_cells=259
placed_area_mm2=0.001934
number_of_port_buffers=21

[global_route]
globalRouteOverflowTotal=0
grt_antenna_before_repair=0
first_global_vias=1318
maximum_number_of_pins_on_one_net_before_global_route_repair=23
track_usage_pct=13.91
grt_pass1_wl_um=6437

[synthesis]
syn-instance-count=172
synth_top_cell_by_area=sky130_fd_sc_hd__dfrtp_1
syn_avg_cell_area_um2=9.566
postSynth.topFlopCell=sky130_fd_sc_hd__dfrtp_1
synth.ff_latch_count=22
summed_standard_cell_area_reported_by_yosys_mm2=0.001645
yosys-top-cells-count=sky130_fd_sc_hd__dfrtp_1 (22), sky130_fd_sc_hd__ha_1 (21), sky130_fd_sc_hd__nand2_1 (16)
yosysWarnings=1
synth-edff-count=0
yosysUniqueCellTypes=42
synth.top_cells.by_area=sky130_fd_sc_hd__dfrtp_1 (33%), sky130_fd_sc_hd__ha_1 (16%), sky130_fd_sc_hd__mux2_2 (4.8%), sky130_fd_sc_hd__a21oi_1 (4.6%), sky130_fd_sc_hd__o21ai_0 (3.7%)
synth_area_mm2=0.001645
share_of_the_synthesized_area_in_the_top_cell_type_pct=33.46
yosysMostFrequentCell=sky130_fd_sc_hd__dfrtp_1
yosys-stat-cells=172
asyncSetResetFlopFracSynth_pct=100.0
seq_area_frac_synth_pct=33.46

[worst_hold_path]
hold_path_depth=1
hp-class=flip-flop to flip-flop

[final_layout]
finalCoreUtilization_pct=38.53
layout-drive-gt1-share_pct=8.808
post_layout_nonfiller_instances=263
fin_area_mm2=0.002006
largest_register_ffs=11
area_delta_synth_final_pct=21.90

[power_and_ir_drop]
max_ir_drop_vdd_mv=0.09931
finalPower_uw=488.5
p_per_area_mw_per_mm2=243.5
total_leakage_power_nw=0.8964

[outcome]
outcome=finished, final reports clean

==> kinds of logic (layout without fill, tap and decap cells) <==
family                   count (synthesis)  count (layout)  synth area share [%]
buffers and inverters                   20              41                 4.639
adder cells (fa/ha/maj)                 23              23                 18.40
multiplexers                             8               8                 5.400
flip-flops                              22              22                 33.46
AND-OR/OR-AND                           53              53                 21.60
AND/OR/NAND/NOR                         38              38                 12.24
XOR/XNOR                                 8               8                 4.258
==> worst paths after layout <==
check                      slack [ns]            startpoint                   end
min                              0.51    count[0]$_DFF_PN0_    count[0]$_DFF_PN0_
min in group asynchronous        1.11                   rst      out[1]$_DFF_PN0_
max reg2reg                      2.06  d_reg[1]$_DFFE_PN0N_      out[9]$_DFF_PN0_
min reg2reg                      0.51    count[0]$_DFF_PN0_    count[0]$_DFF_PN0_
max in group asynchronous        3.85                   rst  d_reg[7]$_DFFE_PN0N_
max                              2.06  d_reg[1]$_DFFE_PN0N_      out[9]$_DFF_PN0_
==> where the power goes <==
part / internal (mW) / switching [mW] / leakage [nW]
Clock: 0.103 / 0.0607 / 0.0357
Combinational: 0.0680 / 0.0719 / 0.587
Sequential: 0.178 / 0.00721 / 0.274
==> area by class of cell <==
type / instances / area, µm²
fillers: 502 / 3199
repair buffers: 23 / 225.2
multi-input cells: 130 / 1018
clock buffers: 3 / 41.29
clock inverters: 1 / 30.03
flip-flops and latches: 22 / 550.5
inverters: 14 / 52.55
well taps: 70 / 87.58
==> cells in the final DEF (no fill, tap or decap), types with 2 or more instances in the layout <==
cell / Yosys / routed
sky130_fd_sc_hd__inv_1: 14 / 14
sky130_fd_sc_hd__o21a_1: 2 / 2
sky130_fd_sc_hd__nand2_1: 16 / 16
sky130_fd_sc_hd__nand4_1: 2 / 2
sky130_fd_sc_hd__nand2b_1: 2 / 2
sky130_fd_sc_hd__o221ai_1: 2 / 2
sky130_fd_sc_hd__xnor2_1: 4 / 4
sky130_fd_sc_hd__or2_2: 2 / 2
sky130_fd_sc_hd__a221o_1: 2 / 2
sky130_fd_sc_hd__nor2_1: 2 / 2
sky130_fd_sc_hd__nor3_1: 2 / 2
sky130_fd_sc_hd__clkbuf_8: 0 / 3
sky130_fd_sc_hd__a21oi_1: 15 / 15
sky130_fd_sc_hd__buf_4: 0 / 2
sky130_fd_sc_hd__a21o_1: 6 / 6
sky130_fd_sc_hd__clkdlybuf4s50_1: 0 / 21
sky130_fd_sc_hd__o211ai_1: 2 / 2
sky130_fd_sc_hd__xor2_1: 4 / 4
sky130_fd_sc_hd__nand3b_1: 5 / 5
sky130_fd_sc_hd__fa_1: 2 / 2
sky130_fd_sc_hd__o21ai_0: 12 / 12
sky130_fd_sc_hd__dfrtp_1: 22 / 22
sky130_fd_sc_hd__mux2_2: 7 / 7
sky130_fd_sc_hd__ha_1: 21 / 21
sky130_fd_sc_hd__nor3b_1: 2 / 2
==> routing by layer <==
metal	routed length, µm	global-route usage, %	vias up
li1	-	-	666
met1	1901	22.76	623
met2	1625	20.91	29
met3	157	1.582	2
met4	34	1.538	0
met5	0	0	-
Power is estimated from default activity; no workload was simulated.
