File: flow/design.v
`timescale 1ns/1ns
module main_mod(
	input clk,
	input rst_n,
	input [7:0]a,
	input [7:0]b,
	input [7:0]c,
	output [7:0]d
);
wire [7:0]tmp1;
child_mod U0(
    .a(a),
    .b(b),
    .clk(clk),
    .rst_n(rst_n),
    .c(tmp1)
);
wire [7:0]tmp2;
child_mod U1(
    .a(a),
    .b(c),
    .clk(clk),
    .rst_n(rst_n),
    .c(tmp2)
);
child_mod U2(
    .a(tmp1),
    .b(tmp2),
    .clk(clk),
    .rst_n(rst_n),
    .c(d)
);
endmodule
module child_mod(
    input [7:0]a,
    input [7:0]b,
    input clk,
    input rst_n,
    output [7:0]c
);
reg [7:0]c_reg;
always @(posedge clk or negedge rst_n) begin
    if(!rst_n)begin
        c_reg <= 8'b0;
    end
    else begin
        if (a > b) 
        c_reg <= b;
        else
        c_reg <= a;
    end
end
assign c = c_reg;
endmodule
File: flow/run.sh
#!/bin/bash
# OpenROAD 26Q1-2900-gdf79404cd8, Yosys 0.63+post, stock flow scripts
make -C /OpenROAD-flow-scripts/flow DESIGN_CONFIG=/design/flow/config.mk WORK_HOME=/design/flow/orfs finish
File: flow/config.mk
export PLATFORM = sky130hd
export DESIGN_NAME = main_mod
export DESIGN_NICKNAME = main_mod
export VERILOG_FILES = /design/flow/design.v
export SDC_FILE = /design/flow/constraint.sdc
export NUM_CORES = 4
export LEC_CHECK = 1
export CORE_AREA = 10 10 101 101
export DIE_AREA = 0 0 111 111
File: flow/constraint.sdc
current_design main_mod

set clk_period 4.2
set clk_io_pct 0.2

create_clock -name clk0 -period $clk_period [get_ports {clk}]

set non_clock_inputs [all_inputs -no_clocks]
set_input_delay [expr $clk_period * $clk_io_pct] -clock clk0 $non_clock_inputs
set_output_delay [expr $clk_period * $clk_io_pct] -clock clk0 [all_outputs]
==> notes.md <==
Setup repair after global routing left no endpoint under its margin. The run gives 1504 um^2 for the yosys stat chip area. The number of placed instances, taps included, is 267. Per the synth log, the flip-flop and latch total comes to 24.

The first routing iteration left 21 violations. For this run, the script counts the antenna cells in the layout as 0. Warnings raised by the tools during the run amount to 25. With the pin count of the biggest net entering global routing at 25, the residual antenna-violating net count after detailed routing is 0. Data arrives at the worst endpoint at 2.74 ns. The worst setup skew after layout was 0.004864 ns; the maximum count of clock buffers along a single path was 2.

The cell at the root of the clock tree is clkbuf_8. The run gives 1 as the number of warnings printed during yosys synthesis. The type of the tightest min-delay check is register to register.

The run gives 34 as the number of top-level design ports. Sorting the synthesized cells by area gives the leading types as dfrtp_1 (40%), ha_1 (20%), mux2_2 (18%). The slew check shows that the tightest pin keeps a relative margin of 73.36%. The flow ran to the end, and the final reports show no timing, DRC or antenna violations. The run gives 4.35 ns as the endpoint required time on the critical path. The number of gates resized after CTS was 0.

Dividing the detail-routed via count by the number of cells gives 3.646. The insertion delay of the later-clocked pin in the worst-skew pair is 0.26 ns. TritonCTS built the clock tree. Clock-pin slew was measured on the worst setup and hold paths at 0.08 ns. The logs give 0 for the initial antenna violation count and 24 for the count of clock tree sinks. The kind of critical path was primary input to register.

STA classifies the critical path startpoint as a primary input. Per the OpenROAD floorplan log, the area of the die is 12320 um^2. The horizontal die dimension reported for this design is 111 um. The cell taking the most area after synthesis was dfrtp_1. For the static power due to leakage, the log shows 0.0009145 uW. The placeable core area is 8134 um^2.

For the pin with the worst max-slew slack, the measured transition is 0.3954 ns. The library cells used most frequently in the layout, excluding fill and tap cells, are clkdlybuf4s50_1 (33), dfrtp_1 (24), mux2_2 (24), ha_1 (24), inv_1 (23). In this build the clock could be raised as far as 386.0 MHz. Once layout is complete, the cells apart from fillers number 271. Per the final timing report, the hold violations number 0. The post-CTS hold buffer count recorded in the log is 0.

The logs give 128 for the gate count of the mapped netlist and 5.104% for the global routing usage summed across all routing layers. The cell depth of the worst hold path was 1; the mean routed wirelength per cell was 11.81 um. The launch point of the critical path was reported as a[1]. In this run the mean area of a mapped cell was 11.75 um^2. The analysis reports a worst IR drop on VDD of 0.09220 mV. The run gives 35.94% for the synthesis-to-finish area growth.

According to the floorplan log, the row count is 33. With the leftover overflow at the end of global routing at 0, the total number of vias is 988. The maximum fanout count along the critical path is 8. Per the repair_timing log after CTS, setup buffers inserted total 0.

The post-synthesis sequential area ratio was 39.93%; the fraction of the cycle the final worst path needs was 61.69%. The tools report the final setup violation count as 0. The tally of buffers added on design ports is 33, and the via count of the first global-routing pass is 1105. The worst register-to-register path begins at U0.c_reg[7]$_DFF_PN0_.

The post-route netlist has 22.29% of its cells at a drive strength greater than 1. The gate-level netlist out of Yosys references 13 unique cell types. For this run the detailed placement stage logged an HPWL of 2741 um.

In the hold report, the worst path ends at U2.c_reg[1]$_DFF_PN0_. The H-tree depth was 1; the number of slew-limit violations in the final report was 0. In this run the most critical hold path is launched from U1.c_reg[1]$_DFF_PN0_. The flow reported a cell area power density of 344.5 nW/um^2. For the worst flop-to-flop path, the logic depth is 5. The timing report gives the worst reg2reg path a setup slack of 2.32 ns.

The tools report the length of the first detailed-routing pass in iterations as 2. The worst setup path is captured at a register. In the Yosys report the total cell count is 128. The shortest clock period the worst path allows after layout came out at 2.591 ns. The first global-routing pass estimated 5361 um of wire.

Of the post-synthesis cell area, the dominant cell type holds 39.93%. For the starting utilization of the core area, the log shows 18.49%. The most common cell after layout, fill and taps aside was clkdlybuf4s50_1. The max capacitance violation total was 0. The die height is 111 um. The placement summary gives the final routability congestion estimate as 0.8331.

The tools report the post-synth design cell area as 1504 um^2. The count of unresolved DRC violations after routing is 0, and the total wirelength of the detailed-routed design is 3201 um. Setup TNS after final layout: 0 ns.

Clock tree synthesis inserted a total of 3 buffers. The endpoint identified for the worst register-to-register timing path is U2.c_reg[3]$_DFF_PN0_.
==> cell type report <==
cell class | instances | area, um^2
multi-input combinational | 81 | 817.0
inverter | 23 | 86.33
fill | 836 | 6090
clock buffer | 3 | 41.29
clock inverter | 1 | 30.03
timing repair buffer | 34 | 337.8
tap | 105 | 131.4
sequential | 24 | 600.6
==> worst max path at each step <==
stage | to | slack [ns] | cells after the start
CTS | U1.c_reg[0]$_DFF_PN0_ | 1.58 | 7
global route | U1.c_reg[2]$_DFF_PN0_ | 1.48 | 6
finish | U1.c_reg[3]$_DFF_PN0_ | 1.61 | 7
==> report_power, final <==
group          total [uW]  switching [uW]  leakage (uW)  internal [uW]
Clock                 199            71.5     0.0000357            127
Sequential            282            13.7      0.000280            268
Combinational         223            88.2      0.000599            135
==> per-stage QoR <==
stage	hold WS, ns	total power [uW]	worst slack, ns	instance area (um^2)	util [%]
after floorplan	0.4794	409.2	1.991	1504	-
after global placement	0.4974	512.8	1.306	1973	24.26
after detailed placement	0.4995	513.9	1.299	1973	24.26
after CTS	0.5225	715.1	1.584	2044	25.13
after global routing	0.5388	747.4	1.479	2044	25.13
final	0.5186	704.3	1.609	2044	25.13
==> cells by family after synthesis <==
family          count (synthesis)  share of synthesized area, %
compound gates                 21                         11.90
fa+ha+maj                      24                         19.97
buf+inv                        23                         5.740
flops                          24                         39.93
mux                            24                         17.97
simple gates                   12                         4.493
==> worst max-delay path: stages <==
cell,delay [ns]
clkdlybuf4s50_1,0.47
ha_1,0.33
nor2b_1,0.13
o211ai_1,0.22
a21oi_2,0.10
o22ai_4,0.26
mux2_2,0.38
==> synthesized netlist by cell type <==
master and instances:
a21oi_2 3, o22ai_4 3, mux2_2 24, dfrtp_1 24, nor2b_1 3, ha_1 24, nand2_1 3, o21ai_0 3
inv_1 23, a21oi_1 9, nand4_1 6, o211ai_1 1, o211ai_2 2
==> per-layer routing <==
metal | part of all wire, % | GRT usage, % | vias to the layer above
met3 | 4.5 | 1.149 | 2
met2 | 48 | 8.726 | 18
met4 | 1.5 | 0.8681 | 0
li1 | - | - | 530
met1 | 46 | 6.477 | 438
met5 | 0 | 0 | -
Power is estimated from default activity; no workload was simulated.
