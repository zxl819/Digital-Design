==> design.v <==
module complex_mul (
    input  wire         clk,
    input  wire [15:0]  a_re,
    input  wire [15:0]  a_im,
    input  wire [15:0]  b_re,
    input  wire [15:0]  b_im,
    output reg  [31:0]  p_re,
    output reg  [31:0]  p_im
);
    wire signed [31:0] mult0 = $signed(a_re) * $signed(b_re); 
    wire signed [31:0] mult1 = $signed(a_im) * $signed(b_im); 
    wire signed [31:0] mult2 = $signed(a_re) * $signed(b_im);
    wire signed [31:0] mult3 = $signed(a_im) * $signed(b_re);
    always @(posedge clk) begin
        p_re <= mult0 - mult1;
        p_im <= mult2 + mult3;
    end
endmodule
module fft_256 (
    input  wire         clk,
    input  wire         rst_n,       
    input  wire         inv,         
    input  wire         stb,         
    input  wire         sop_in,      
    input  wire [15:0]  x_re,
    input  wire [15:0]  x_im,
    output reg          valid_out,   
    output reg          sop_out,     
    output reg [15:0]   y_re,
    output reg [15:0]   y_im
);
    reg [15:0] din_re, din_im;
    always @(posedge clk or negedge rst_n) begin
        if (!rst_n) begin
            din_re <= 16'd0;
            din_im <= 16'd0;
        end else begin
            if (!stb) begin
                din_re <= x_re;
                din_im <= x_im;
            end
        end
    end
    wire [15:0] stage_re_in [0:8];
    wire [15:0] stage_im_in [0:8];
    wire [15:0] stage_re_out[0:8];
    wire [15:0] stage_im_out[0:8];
    assign stage_re_in[0] = din_re;
    assign stage_im_in[0] = din_im;
    genvar i;
    generate
        for (i = 0; i < 8; i=i+1) begin : FFT_STAGES
            fft_sdf_stage #(
                .STAGE_ID(i)
            ) u_stage (
                .clk       (clk),
                .rst_n     (rst_n),
                .inv       (inv),
                .xin_re    (stage_re_in[i]),
                .xin_im    (stage_im_in[i]),
                .xout_re   (stage_re_out[i]),
                .xout_im   (stage_im_out[i])
            );
            assign stage_re_in[i+1] = stage_re_out[i];
            assign stage_im_in[i+1] = stage_im_out[i];
        end
    endgenerate
    always @(posedge clk or negedge rst_n) begin
        if (!rst_n) begin
            valid_out <= 1'b1;   
            sop_out   <= 1'b1; 
            y_re      <= 16'd0;
            y_im      <= 16'd0;
        end else begin
            valid_out <= 1'b0;   
            sop_out   <= 1'b0;   
            y_re      <= stage_re_out[7];
            y_im      <= stage_im_out[7];
        end
    end
endmodule
module fft_sdf_stage #(
    parameter STAGE_ID = 0   
)(
    input  wire        clk,
    input  wire        rst_n,
    input  wire        inv,         
    input  wire [15:0] xin_re,
    input  wire [15:0] xin_im,
    output wire [15:0] xout_re,
    output wire [15:0] xout_im
);
    localparam DELAY_LEN = (1 << STAGE_ID);
    reg [15:0] delay_re [0:DELAY_LEN-1];
    reg [15:0] delay_im [0:DELAY_LEN-1];
    reg [8:0]  wr_ptr;  
    always @(posedge clk or negedge rst_n) begin
        if(!rst_n) begin
            wr_ptr <= 0;
        end else begin
            delay_re[wr_ptr] <= xin_re;
            delay_im[wr_ptr] <= xin_im;
            wr_ptr <= wr_ptr + 1'b1;
        end
    end
    wire [15:0] delayed_re = delay_re[wr_ptr];
    wire [15:0] delayed_im = delay_im[wr_ptr];
    wire [15:0] w_re, w_im;  
    reg  [31:0] phase_acc;   
    always @(posedge clk or negedge rst_n) begin
        if (!rst_n)
            phase_acc <= 32'd0;
        else
            phase_acc <= phase_acc + 32'd1;  
    end
    assign w_re = 16'h7FFF;  
    assign w_im = inv ? 16'h0000 : 16'h0000;
    wire [31:0] mul_re, mul_im; 
    complex_mul u_cmul (
        .clk(clk),
        .a_re(xin_re),
        .a_im(xin_im),
        .b_re(w_re),
        .b_im(w_im),
        .p_re(mul_re),
        .p_im(mul_im)
    );
    wire [31:0] bf_re0 = $signed({delayed_re,16'b0}) + mul_re; 
    wire [31:0] bf_im0 = $signed({delayed_im,16'b0}) + mul_im;
    wire [31:0] bf_re1 = $signed({delayed_re,16'b0}) - mul_re;
    wire [31:0] bf_im1 = $signed({delayed_im,16'b0}) - mul_im;
    reg [31:0] out_re_reg, out_im_reg;
    always @(posedge clk or negedge rst_n) begin
        if(!rst_n) begin
            out_re_reg <= 32'd0;
            out_im_reg <= 32'd0;
        end else begin
            out_re_reg <= bf_re0;
            out_im_reg <= bf_im0;
        end
    end
    assign xout_re = out_re_reg[31:16];  
    assign xout_im = out_im_reg[31:16];
endmodule
==> run.sh <==
#!/bin/bash
# OpenROAD 26Q1-2900-gdf79404cd8, Yosys 0.63+post, stock flow scripts
make -C /OpenROAD-flow-scripts/flow DESIGN_CONFIG=/design/flow/config.mk WORK_HOME=/design/flow/orfs finish
==> config.mk <==
export PLATFORM = sky130hd
export DESIGN_NAME = fft_256
export DESIGN_NICKNAME = fft_256
export VERILOG_FILES = /design/flow/design.v
export SDC_FILE = /design/flow/constraint.sdc
export NUM_CORES = 4
export LEC_CHECK = 1
export CORE_UTILIZATION = 40
==> constraint.sdc <==
current_design fft_256

set clk_period 10.7
set clk_io_pct 0.2

create_clock -name clk0 -period $clk_period [get_ports {clk}]

set non_clock_inputs [all_inputs -no_clocks]
set_input_delay [expr $clk_period * $clk_io_pct] -clock clk0 $non_clock_inputs
set_output_delay [expr $clk_period * $clk_io_pct] -clock clk0 [all_outputs]
==> summary.txt <==
Results of the full flow below.

Global routing:
- The run puts the number of antenna violations at the first check in global routing at 165.
- The run gives the pin count of the biggest net entering global routing as 97.
- Global routing finished with a remaining overflow of 0.
- The first global-routing pass estimated 2220 mm of wire.
- The run gives the total routing resource utilization after global routing as 33.1%.
- The run gives the via count of the first global-routing pass as 277000.

Clock network:
- Post-CTS repair changed the size of 0 cells.
- The run gives the register clock-pin slew on the reported worst setup and hold paths as 60 ps.
- Looking at the post-CTS report, the setup buffer insertion count equals 0.
- The run gives the CTS sink count as 8766.
- The run gives the TritonCTS clock tree as done.
- The root buffer cell chosen for the clock tree is sky130_fd_sc_hd__clkbuf_16.
- Looking at the clock tree report, the maximum root-to-sink buffer count equals 5.
- The run puts the H-tree depth at 6.
- The run puts the number of buffers inserted during clock tree synthesis at 880.
- The run puts the insertion delay to the later sink of the worst-skew pair at 1240 ps.
- The report puts the hold buffer count at CTS at 0.

Timing:
- The run gives the largest clock skew in the final design as 155 ps.
- The run puts the count of pins over their slew limit at 2.
- The run gives the clock period minus final worst setup slack as 7930 ps.
- For reference, the final report shows the hold violation count at 0.
- In the finished design, the share of the clock period the worst path needs comes to 74.1%.
- The run gives the setup TNS as 0 ps.
- The run puts the relative slew slack at -9.49%.
- The run gives the transition time at the pin with the least slew margin as 1630 ps.
- For this run, the final setup violation count is recorded as 0.
- The run gives the highest achievable clock rate as 126 MHz.
- Setup repair after global routing left no endpoint under its margin.

Synthesis:
- The run puts the total of flip-flops plus latches after synthesis at 8766.
- In this run, synthesis inferred 8160 flip-flops with an integrated enable.
- Per the post-synthesis report, the number of cells in the design is 28000.
- The run puts the area of the mapped netlist at 423000 um^2.
- The run puts the tally of yosys warning messages at 26.
- Looking at the cell usage after synthesis, the top flip-flop cell is sky130_fd_sc_hd__edfxtp_1.
- The run gives the cell total in the yosys stat output as 28000.
- The run gives the share of flip-flops with an asynchronous set or reset as 3.99%.
- After synthesis, flip-flops and latches occupy 61.3% of the total area.
- The run gives the chip area from the yosys synthesis statistics as 423000 um^2.
- The gate-level netlist out of Yosys references 84 unique cell types.
- A synthesized cell averages 15.1 um^2.

Route:
- The run puts the wire length reported by the detailed router at 1630 mm.
- The run puts the number of iterations in the first detailed-routing pass at 9.
- The run gives the detailed-route vias per instance as 6.02.
- The run puts the via count of the routed design at 267000.
- The run gives the remaining antenna violation count after routing as 0.
- The run gives the routed wire length per instance as 36.7 um.
- TritonRoute reported its final design rule violation total as 0.
- The run gives the number of DRC violations after detailed-routing iteration 0 as 22100.

Floorplanning:
- The run gives the total I/O pin count as 71.
- The run gives the chip width as 1.03 mm.
- The run puts the cell row count at 377.
- The run gives the floorplan core density as 40.1%.
- In this run the full chip footprint comes out at 1060000 um^2.
- The run gives the die height as 1.03 mm.
- The core region is 1050000 um^2.

Critical path:
- The run gives the worst endpoint data arrival time as 9060 ps.
- In this run the critical register-to-register path is launched from FFT_STAGES[6].u_stage.out_re_reg[22]$_DFF_PN0_.
- The run gives the required time reported for the critical path endpoint as 11830 ps.
- The worst setup path is of the register to register kind.
- The run gives the type of destination of the critical path as a register.
- Per the timing report, the biggest fanout along the worst path comes to 60.
- The most critical setup path has its startpoint at FFT_STAGES[6].u_stage.out_re_reg[22]$_DFF_PN0_.
- The timing report shows that the slowest cell on the worst path is sky130_fd_sc_hd__dfrtp_4.
- The run gives the peak per-stage delay on the critical path as 980 ps.
- The critical path goes through inv_1 > fa_1 > xor2_1 > ha_1 > o21bai_1 > fa_1 > inv_1 > fa_1 > inv_1 > fa_1 > inv_1 > fa_1 > inv_1 > ha_1 > a21o_1 > a21oi_1 > o21ai_0 > a221oi_1 > a31oi_1 > a311oi_2 > o21ai_1 > or4_1 > a31oi_1 > xnor2_1.
- The worst setup path is launched from a register.

Placement:
- The run gives the global placement routability congestion as 1.03.
- The placement stage leaves a total instance area of 449000 um^2.
- The run gives the HPWL after detailed placement as 1030 mm.
- The run puts the count of buffers inserted at the top-level ports at 68.

Min path:
- In this run the most critical hold path is launched from FFT_STAGES[7].u_stage.out_re_reg[17]$_DFF_PN0_.
- The path class of the tightest hold or removal check is register to register.

Finish:
- Ranking logic cells in the layout by count gives the top entries sky130_fd_sc_hd__edfxtp_1 (8160), sky130_fd_sc_hd__inv_1 (3408), sky130_fd_sc_hd__ha_1 (2432).
- The run gives the share of the core filled with cells in the final layout as 45.4%.
- Relative to the synthesized area, the layout overhead comes to 13.2%.
- Summing all non-filler instances in the final layout gives an area of 478000 um^2.
- Per the final layout report, the fraction of cells sized above drive strength 1 comes to 11.4%.
- The run puts the number of filler cells placed in the layout at 89300.
- The largest registers in the layout are FFT_STAGES.u_stage.delay_im: 4080 flops, FFT_STAGES.u_stage.delay_re: 4080 flops.
- Counting only logic cells after layout, the most numerous master is sky130_fd_sc_hd__edfxtp_1.

Run status:
- The final reports fail on max-capacitance violations, max-slew violations.
- The run finished, with violations left.

Flow run:
- The run gives the number of warning messages in the logs as 585.
- The run puts the tally of max-capacitance violations at 1.
-- critical path: cells and delay by family, from the launching register on --
kind	cells	cell delay, ps
buffers and inverters	5	540
AND-OR/OR-AND	9	2260
AND/OR/NAND/NOR	1	440
XOR/XNOR	2	250
adder cells (fa/ha/maj)	7	3310
flip-flops	1	980
-- path summary, 6_finish.rpt --
| check | end | slack, ps | cells past startpoint |
|---|---|---|---|
| worst max register to register | FFT_STAGES[7].u_stage.u_cmul.p_re[31]$_DFF_P_ | 2770 | 24 |
| min in group asynchronous | FFT_STAGES[7].u_stage.out_im_reg[27]$_DFF_PN0_ | 820 | 1 |
| worst min register to register | y_re[1]$_DFF_PN0_ | 340 | 0 |
| worst max-delay path | FFT_STAGES[7].u_stage.u_cmul.p_re[31]$_DFF_P_ | 2770 | 24 |
| max in group asynchronous | FFT_STAGES[7].u_stage.out_re_reg[17]$_DFF_PN0_ | 7280 | 4 |
| worst min-delay path | y_re[1]$_DFF_PN0_ | 340 | 0 |
-- cell families (layout without fill, tap and decap cells) --
logic type      count (synthesis)  count (layout)  share of synthesized area (%)
compound gates               5529            5529                           10.2
other cells                     1             408                       0.000887
xor+xnor                     1351            1351                           2.80
flops                        8766            8766                           61.3
mux                           133             133                          0.346
buf+inv                      4419            6306                           3.95
simple gates                 3234            3234                           3.92
fa+ha+maj                    4615            4615                           17.5
-- layer usage --
layer / global-route usage [%] / wire length (um)
met4: 19.2 / 129000
met5: 14.8 / 15600
met2: 43.7 / 674000
met1: 33.3 / 480000
met3: 29.7 / 328000
-- layout make-up --
cell class / count / area, um^2 / area share, %
sequential: 8766 / 259000 / 54.2
multi-input combinational: 14900 / 149000 / 31.2
clock buffer: 1127 / 23500 / 4.91
tap: 14000 / 17500 / 3.67
inverter: 3409 / 12800 / 2.67
timing repair buffer: 1272 / 9970 / 2.08
clock inverter: 498 / 5270 / 1.10
antenna: 407 / 1020 / 0.213
-- metrics by stage --
step                      setup WS (ps)  std cells  hold WS (ps)
after floorplan                    2250      28000           331
after global placement             2770      42300           338
after detailed placement           2880      42300           335
after CTS                          2780      44000           345
after global routing               2270      44200           349
final                              2770      44400           339
-- cells in the mapped netlist, types with 274 or more instances --
master	number	area [um^2]
sky130_fd_sc_hd__edfxtp_1	8160	245000
sky130_fd_sc_hd__inv_1	3408	12800
sky130_fd_sc_hd__ha_1	2434	30500
sky130_fd_sc_hd__fa_1	2154	43100
sky130_fd_sc_hd__a22oi_1	1488	11200
sky130_fd_sc_hd__a221oi_1	1028	9000
sky130_fd_sc_hd__a22o_1	1028	9000
sky130_fd_sc_hd__nor2_1	924	3470
sky130_fd_sc_hd__clkbuf_1	794	2980
sky130_fd_sc_hd__xnor2_1	763	6680
sky130_fd_sc_hd__xor2_1	588	5150
sky130_fd_sc_hd__nand4_1	512	3200
sky130_fd_sc_hd__a21oi_1	504	2520
sky130_fd_sc_hd__dfrtp_1	349	8730
sky130_fd_sc_hd__nand2_1	349	1310
sky130_fd_sc_hd__nand3_1	306	1530
sky130_fd_sc_hd__a21o_1	297	2230
sky130_fd_sc_hd__and2_1	274	1710
