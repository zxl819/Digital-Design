==> ./design.v <==
`timescale 1ns/1ns
module instruction_decode(
    input en,
    input wire [31:0] instruction_code,
    output reg invalid_instruction,
    output reg [18:0] alu_op,
    output reg [8:0] jmp_op,
    output reg  [8:0] mem_op,
    output reg cust_op,
    output reg [5:0] csr_op,
    output reg [7:0] mechie_op,
    output wire [4:0] rd, rs1, rs2,
    output wire [6:0] imm_2531, 
    output wire [19:0] imm_1231, 
    output wire [11:0] imm_2032 
);
wire [6:2] opcode;
wire [2:0] funct3;
assign opcode = instruction_code[6:2];
assign funct3 = instruction_code[14:12];
assign imm_2531 = en ? instruction_code[31:25] : 7'b0;
assign imm_1231 = en ? instruction_code[31:12] : 19'b0;
assign imm_2032 = en ? instruction_code[31:20] : 12'b0;
assign rd = en ? instruction_code[11:7] : 5'b0;
assign rs1 = en ? instruction_code[19:15] : 5'b0;
assign rs2 = en ? instruction_code[24:20] : 5'b0;
function [8:0] get_jmp_op(input [2:0]funct3);
    case(funct3)
        3'b000: get_jmp_op = 9'b000000000; 
        3'b001: get_jmp_op = 9'b000000001; 
        3'b100: get_jmp_op = 9'b000000010; 
        3'b101: get_jmp_op = 9'b000000011; 
        3'b110: get_jmp_op = 9'b000000100; 
        3'b111: get_jmp_op = 9'b000000101; 
        default: begin
            get_jmp_op = 9'b0;
            invalid_instruction = 32'd2;
        end
    endcase
endfunction
    function [18:0] get_alu_op(input [2:0] funct3);
        case (funct3)
            3'b000: get_alu_op = instruction_code[30] ? 19'b1 << 1 : 19'b1;   
            3'b001: get_alu_op = 19'b1 << 2;   
            3'b010: get_alu_op = 19'b1 << 3;   
            3'b011: get_alu_op = 19'b1 << 4;   
            3'b100: get_alu_op = 19'b1 << 5;   
            3'b101: get_alu_op = instruction_code[30] ? 19'b1 << 7 : 19'b1 << 6;  
            3'b110: get_alu_op = 19'b1 << 8;   
            3'b111: get_alu_op = 19'b1 << 9;   
            default: begin
                get_alu_op = 9'd0;
                invalid_instruction = 32'd2;
            end
        endcase
        endfunction
     function [18:0] get_alu1_op(input [2:0] funct3);
        case (funct3)
            3'b000: get_alu1_op = 19'b1 << 10;   
            3'b001: get_alu1_op = 19'b1 << 11;   
            3'b010: get_alu1_op = 19'b1 << 12;   
            3'b011: get_alu1_op = 19'b1 << 13;   
            3'b100: get_alu1_op = 19'b1 << 14;   
            3'b101: get_alu1_op = instruction_code[30] ? 19'b1 << 16 : 19'b1 << 15;  
            3'b110: get_alu1_op = 19'b1 << 17;  
            3'b111: get_alu1_op = 19'b1 << 18;  
            default: begin
                get_alu1_op = 9'd0;
                invalid_instruction = 32'd2;
            end
        endcase
    endfunction
    function [8:0] get_mem_load_op(input [2:0] funct3);
        case (funct3)
            3'b000: get_mem_load_op = 9'b000000010;  
            3'b001: get_mem_load_op = 9'b000000100;  
            3'b010: get_mem_load_op = 9'b000001000;  
            3'b100: get_mem_load_op = 9'b000010000;  
            3'b101: get_mem_load_op = 9'b000100000;  
            default: begin
                get_mem_load_op = 9'd0;
                invalid_instruction = 32'd2;
            end
        endcase
    endfunction
    function [8:0] get_mem_store_op(input [2:0] funct3);
        case (funct3)
            3'b000: get_mem_store_op = 9'b001000000;  
            3'b001: get_mem_store_op = 9'b010000000;  
            3'b010: get_mem_store_op = 9'b100000000;  
            default: begin
                get_mem_store_op = 9'd0;
                invalid_instruction = 32'd2;
            end
        endcase
    endfunction
    function [5:0] get_csr_op(input [2:0] funct3);
        case (funct3)
            3'b001: get_csr_op = 6'b000001;  
            3'b010: get_csr_op = 6'b000010;  
            3'b011: get_csr_op = 6'b000100;  
            3'b101: get_csr_op = 6'b001000;  
            3'b110: get_csr_op = 6'b010000;  
            3'b111: get_csr_op = 6'b100000;  
            default: begin
                get_csr_op = 6'd0;
                invalid_instruction = 32'd2;
            end
        endcase
    endfunction
    function [7:0] get_mechine_op(input [31:0] instruction_code);
        case (instruction_code)
            32'h10200073: get_mechine_op = 8'b00010000;  
            32'h10500073: get_mechine_op = 8'b00100000;  
            32'h30200073: get_mechine_op = 8'b00000100;  
            32'h100073: get_mechine_op = 8'b00000001;  
            32'h73: get_mechine_op = 8'b00000010;  
            default: begin
                get_mechine_op = 8'd0;
                invalid_instruction = 32'd2;
            end
        endcase
    endfunction
    always @(*) begin
        if(en) begin
            alu_op = 19'b0; 
    jmp_op = 9'b0; 
    mem_op = 9'b0; 
    cust_op = 1'b0; 
    csr_op = 6'b0; 
    mechie_op = 8'b0; 
    invalid_instruction = 32'bz;;
            if(instruction_code[1:0] != 2'b11)begin
                invalid_instruction = 32'd2;
            end
            else begin
        case(opcode)
                    7'b11000:begin
                        jmp_op = get_jmp_op(funct3);
                    end
                    7'b11001:begin
                        if (funct3 == 3'b000) begin
                        jmp_op = 9'b000000110;  
                    end
                    end
                    7'b11011: begin  
                        jmp_op = 9'b000000001;
                    end
                    7'b00101: begin 
                        jmp_op = 9'b100000000;  
                    end
                    7'b00100: begin
                        alu_op = get_alu1_op(funct3);
                    end
                    7'b01100: begin
                        alu_op = get_alu_op(funct3);
                    end
                    7'b01101: begin
                        mem_op = 9'b000000001;  
                    end
                    7'b00000: begin
                        mem_op = get_mem_load_op(funct3);
                    end
                    7'b01000: begin
                        mem_op = get_mem_store_op(funct3);
                    end
                    7'b11100: begin
                        if (funct3 == 3'b000) begin
                            mechie_op = get_mechine_op(instruction_code);
                        end
                        else begin
                            csr_op = get_csr_op(funct3);
                        end
                    end
                    7'b11111: begin
                        cust_op = 1'b1;
                    end
                    default: begin
                        invalid_instruction = 32'd2;
                    end
            endcase
        end
    end
        else begin
                alu_op = 19'b0; 
    jmp_op = 9'b0; 
    mem_op = 9'b0; 
    cust_op = 1'b0; 
    csr_op = 6'b0; 
    mechie_op = 8'b0; 
    invalid_instruction = 32'bz;
            end
        end
endmodule
==> ./run.sh <==
#!/bin/bash
# OpenROAD 26Q1-2900-gdf79404cd8, Yosys 0.63+post, stock flow scripts
make -C /OpenROAD-flow-scripts/flow DESIGN_CONFIG=/design/flow/config.mk WORK_HOME=/design/flow/orfs finish
==> ./config.mk <==
export PLATFORM = sky130hd
export DESIGN_NAME = instruction_decode
export DESIGN_NICKNAME = instruction_decode
export VERILOG_FILES = /design/flow/design.v
export SDC_FILE = /design/flow/constraint.sdc
export NUM_CORES = 4
export LEC_CHECK = 1
export CORE_AREA = 10 10 82 82
export DIE_AREA = 0 0 92 92
==> ./constraint.sdc <==
current_design instruction_decode

set clk_period 2.8
set clk_io_pct 0.2

create_clock -name clk0 -period $clk_period

set non_clock_inputs [all_inputs -no_clocks]
set_input_delay [expr $clk_period * $clk_io_pct] -clock clk0 $non_clock_inputs
set_output_delay [expr $clk_period * $clk_io_pct] -clock clk0 [all_outputs]
==> flow_summary.json <==
{
  "critPathKind": "in -> out",
  "grt_pass1_vias": 1561,
  "ant_nets": 0,
  "finalClockPeriodUsage_pct": 99.39,
  "netlist_area_um2": 1003,
  "die-area_um2": 8464,
  "leakage_uw": 0.001210,
  "p_int_uw": 153.2,
  "pin_count": 140,
  "dieHeight_um": 92,
  "combPwrFrac_pct": 100.0,
  "dp_slack_ps": -363.7,
  "tns_ps": 0,
  "fmax_mhz": 359.4,
  "cp_max_fo": 5,
  "numPortBuffers": 131,
  "grt_pass1_wl_um": 8473,
  "final-seq-area_um2": 0,
  "grtUsageTotal_pct": 12.04,
  "setup_viol": 0,
  "holdBufCountCts": 0,
  "syn_area_per_cell_um2": 6.082,
  "endpoint_kind": "primary output",
  "fin_crit_ps": 2783,
  "ir_drop_mv": 0.04458,
  "drtIter0Drc": 72,
  "drt_wl_total_um": 5711,
  "synth_warnings": 3,
  "core_area_um2": 5075,
  "critical_path_required_ps": 2240,
  "p_seq_share_pct": 0,
  "ys_area_um2": 1003,
  "worst_hold_path_type": "in -> out",
  "p_per_area_nw_per_um2": 88.82,
  "critical-path-slowest-cell": "clkdlybuf4s50_1",
  "clkbuf_count": 0,
  "slew_violations": 0,
  "ys_cells": 165,
  "start_kind": "input port",
  "dp_hpwl_um": 4857,
  "dr.pass1.iters": 4,
  "rsz0062_at_grt": "true",
  "drc": 0,
  "gp_congestion": 0.8531,
  "routedWlPerCell_um": 15.52,
  "worst_path_most_repeated_cell": "clkdlybuf4s50_1",
  "warnings": 34,
  "yosysSeqAreaShare_pct": 0,
  "syn_to_final_growth_pct": 160.5,
  "vias": 1541,
  "drive_gt1_share_pct": 23.57,
  "ys_types": 31,
  "via_per_inst": 4.188,
  "power_uw": 232.1,
  "seq_cells": 0,
  "crit_chain": "clkdlybuf4s50_1, and3_4, or3b_4, nor2_1, clkdlybuf4s50_1",
  "die_w_um": 92,
  "synthCells": 165,
  "top_area_cell": "buf_4",
  "rows": 26,
  "antenna_found_initial": 1,
  "drv_cap": 0,
  "top_cell_area_share_pct": 28.43,
  "initCoreUtil_pct": 19.77,
  "pwr-share-clk_pct": 0,
  "status": "complete, no violations",
  "max_stage_delay_ps": 480,
  "power.share.switching_pct": 34.01,
  "gr-total-overflow": 0,
  "grt_max_degree": 26,
  "hold_viol": 0,
  "cp_data_arrival_time_ps": 2220,
  "p_sw_uw": 78.95,
  "finalWorstSetupSlack_ps": 17.21,
  "netlist_top_cells_area": "buf_4, and2_1, nor2_1, nor4_1, nor3_1"
}
## worst max-delay path, delay by kind of cell
kind | cells | cell delay (ps)
buf+inv | 2 | 930
simple gates | 3 | 730
## path summary, 6_finish.rpt
check                            from         to  cells past startpoint
setup / recovery  instruction_code[1]  alu_op[3]                      5
hold / removal    instruction_code[6]  alu_op[1]                      6
## stage by stage
step	hold slack, ps	instances	util, %	area, µm²
detailed placement	2104	360	46.47	2359
global route	1780	368	51.50	2614
floorplan	1135	173	-	1033
CTS	1786	362	47.71	2421
finish	1714	368	51.50	2614
global placement	2108	360	46.47	2359
## power groups by stage
stage / logic [µW] / registers (µW) / clock network (µW)
4_1_cts: 224 / 0 / 0
5_1_grt: 254 / 0 / 0.0000477
6_report: 232 / 0 / 0.0000477
## routing by layer
metal | global-route usage [%] | part of all wire [%] | vias up
met5 | 0 | 0 | -
met4 | 0 | 0 | 0
met3 | 4.860 | 11 | 0
met2 | 21.76 | 49 | 77
met1 | 13.78 | 41 | 687
li1 | - | - | 777
## cell usage in the layout, fill, tap and decap left out, types with 2 or more instances in the layout
master and count:
a21oi_1 2, and2_1 25, buf_12 3, buf_4 31, buf_6 4, clkdlybuf4s50_1 102, conb_1 9, dlygate4sd2_1 12
dlymetal6s2s_1 16, inv_1 3, nand2_1 6, nand2b_1 2, nand3_1 3, nand3_2 2, nand4_1 4, nand4b_1 2
nor2_1 30, nor2_2 6, nor3_1 2, nor3_2 5, nor3_4 3, nor4_1 3, nor4_2 7
## logic make-up after synthesis
logic type	after synthesis	share of synthesized area (%)
other	1	0.3737
and+or+nand+nor	113	63.47
muxes	1	0.9975
AOI/OAI and AO/OA	2	0.9975
buffers and inverters	48	34.16
## layout make-up
cell class,count,area [µm²]
diodes,1,2.502
fillers,492,2461
well taps,70,87.58
multi-input cells,125,843.3
inverters,3,11.26
repair buffers,169,1669
## cells in the mapped netlist (2+ instances only)
| cell | instances |
|---|---|
| inv_1 | 3 |
| a21oi_1 | 2 |
| nor3_1 | 9 |
| buf_4 | 38 |
| nand2b_1 | 2 |
| nor2_1 | 36 |
| nand4b_1 | 2 |
| nand3_2 | 2 |
| nand4_1 | 4 |
| nand3_1 | 4 |
| nand2_1 | 7 |
| nor4_1 | 10 |
| and2_1 | 25 |
| clkbuf_1 | 4 |
## timing repair
action	in CTS	in global routing
setup endpoints to repair	35	33
resized	27	39
cloned	0	1
buffers inserted	2	4
pin swaps	10	11
Power figures rest on the tool's default switching activity, not on a simulated workload.
