==> design/flow/design.v <==
`timescale 1ns/1ns
module comparator_4(
	input		[3:0]       A   	,
	input	   [3:0]		B   	,
 	output	 wire		Y2    ,  
	output   wire        Y1    ,  
    output   wire        Y0       
);
not iv0(iv0_o, B[0]),
    iv1(iv1_o, B[1]),
    iv2(iv2_o, B[2]),
    iv3(iv3_o, B[3]),
    iv4(iv4_o, A[0]),
    iv5(iv5_o, A[1]),
    iv6(iv6_o, A[2]),
    iv7(iv7_o, A[3]);
and ad0(ad0_o, iv0_o, A[0]),
    ad1(ad1_o, iv1_o, A[1]),
    ad2(ad2_o, iv2_o, A[2]),
    ad3(ad3_o, iv3_o, A[3]),
    ad4(ad4_o, ad0_o, xnr0_o, xnr1_o, xnr2_o),
    ad5(ad5_o, ad1_o, xnr1_o, xnr2_o),
    ad6(ad6_o, ad2_o, xnr2_o),
    ad7(ad7_o, iv4_o, B[0]),
    ad8(ad8_o, iv5_o, B[1]),
    ad9(ad9_o, iv6_o, B[2]),
    ad10(ad10_o, iv7_o, B[3]),
    ad11(ad11_o, ad7_o, xnr0_o, xnr1_o, xnr2_o),
    ad12(ad12_o, ad8_o, xnr1_o, xnr2_o),
    ad13(ad13_o, ad9_o, xnr2_o),
    ad14(Y1, xnr2_o, xnr1_o, xnr0_o, xnr3_o);
xnor xnr0(xnr0_o, A[1], B[1]), 
     xnr1(xnr1_o, A[2], B[2]),  
     xnr2(xnr2_o, A[3], B[3]),  
     xnr3(xnr3_o, A[0], B[0]); 
or or0(Y2, ad3_o, ad6_o, ad5_o, ad4_o),
   or1(Y0, ad10_o, ad13_o, ad12_o, ad11_o) ;   
endmodule
==> design/flow/run.sh <==
#!/bin/bash
# OpenROAD 26Q1-2900-gdf79404cd8, Yosys 0.63+post, stock flow scripts
make -C /OpenROAD-flow-scripts/flow DESIGN_CONFIG=/design/flow/config.mk WORK_HOME=/design/flow/orfs finish
==> design/flow/config.mk <==
export PLATFORM = sky130hd
export DESIGN_NAME = comparator_4
export DESIGN_NICKNAME = comparator_4
export VERILOG_FILES = /design/flow/design.v
export SDC_FILE = /design/flow/constraint.sdc
export NUM_CORES = 4
export LEC_CHECK = 1
export CORE_AREA = 10 10 70 70
export DIE_AREA = 0 0 80 80
==> design/flow/constraint.sdc <==
current_design comparator_4

set clk_period 2.1
set clk_io_pct 0.2

create_clock -name clk0 -period $clk_period

set non_clock_inputs [all_inputs -no_clocks]
set_input_delay [expr $clk_period * $clk_io_pct] -clock clk0 $non_clock_inputs
set_output_delay [expr $clk_period * $clk_io_pct] -clock clk0 [all_outputs]
==> results.yml <==
# synthesis and place-and-route metrics
synthesis:
  synthTopLogicFamily: "adder cells"
  largest_area_cell: "ha_1"
  ys_sh_mux_pct: 0
  ys_sh_xor_pct: 0
  yosysChipArea_um2: 173.9
  aoi_share_pct: 17.27
  synth_area_per_cell_um2: 7.247
  synth_cells: 24
  ys_warn_count: 26
  yosysSeqAreaShare_pct: 0
  synthesis.area_um2: 173.9
  yosys_cells: 24
  ys_sh_adder_pct: 57.55
  area_leaders: "ha_1, inv_1, a21oi_1"
  simple_gate_area_share_pct: 7.914
  top_area_share_pct: 57.55
  synth.distinct_cells: 6
grt:
  grt.total_usage_pct: 1.639
  grt.overflow.total: 0
  grt_max_degree: 5
  grt_pass1_wl_um: 890
  grt_pass1_vias: 207
  antenna_found_initial: 0
routing:
  ant_nets: 0
  viasPerCell: 2.226
  drc_errors: 0
  first_iter_violations: 2
  diodes: 0
  drt_pass1_iterations: 3
  drt-total-wl_um: 559
  vias: 187
  wl_per_cell_um: 6.655
critical_path:
  cp_num_cells: 4
  crit_slowest_cell: "clkdlybuf4s50_1"
  path_buffers: 2
  startpoint: "B[2]"
  worstSetupStartpointType: "primary input"
  crit_path_end_kind: "primary output"
  critPathMaxStageDelay_ps: 460
  crit_path_end: "Y1"
  path_cells: "dlygate4sd2_1 -> ha_1 -> and4_2 -> clkdlybuf4s50_1"
  critPathMaxFanout: 2
  cp.arrival_ps: 1630
  critPathKind: "primary input to primary output"
  cp_top_family: "buffers and inverters"
  cp.required_ps: 1680
sta:
  drv_slew: 0
  setup_viol: 0
  finalHoldViolCount: 0
  max_freq_mhz: 488.1
  period_needed_ps: 2049
  rsz0062_at_grt: "true"
  finalWorstSetupSlack_ps: 51.17
  slew_headroom_pct: 88.92
  worst_slew_pin_slew_ps: 166.2
  fin_crit_sh_pct: 97.56
finish:
  flop_area_um2: 0
  area_delta_synth_final_pct: 121.6
  design_area_um2: 385.4
  fill_cells: 397
  layout_top_cells: "inv_1, ha_1, a21oi_1, dlygate4sd2_1"
  drive_above_1_share_pct: 26.32
  finalNonFillerCells: 84
  nClkBuffers: 0
  seq_cells: 0
floorplan:
  fp_util_pct: 5.092
  die_area_um2: 6400
  io_pins: 11
  fp.dieW_um: 80
  die_h_um: 80
  rows: 21
  core_um2: 3416
placement:
  place_congestion: 0.6836
  post-place-ws_ps: -279.2
  placedInstanceArea_um2: 364.1
  dp_hpwl_um: 494.2
  numPortBuffers: 11
  place_inst: 84
pwr:
  leakagePower_nw: 0.1928
  irDropWorstVdd_uv: 20.18
  power_density_nw_per_um2: 144.9
flow_run:
  warnings: 37
  max_cap_violations: 0
status:
  run_status: "finished clean"
worst_hold_path:
  hold_path_depth: 6
  hold_class: "primary input to primary output"
## worst min-delay path by stage
stage / endpoint / slack, ps / start
after CTS: Y0 / 1800 / B[2]
after global routing: Y0 / 1420 / A[2]
final: Y0 / 1330 / A[2]
## report_power, final
group	switching, mW	internal, mW	total [mW]
logic	0.0223	0.0336	0.0558
clock network	0	0	0
registers	0	0	0
## logic make-up (layout without fill, tap and decap cells)
kind of cell,count (synthesis),after routing
adder cells (fa/ha/maj),8,8
AND-OR/OR-AND,6,6
buffers and inverters,8,22
AND/OR/NAND/NOR,2,2
## synthesized netlist by cell type
library cell / count
inv_1: 8
o21ai_1: 2
ha_1: 8
a21oi_1: 4
and4_2: 1
nand2_1: 1
## through the flow
stage	utilization, %	total power, mW	hold WS [ps]	setup TNS (ps)
floorplan	-	0.01830	1017	0
global placement	10.66	0.05346	2033	-793.5
detailed placement	10.66	0.05430	2048	-835.9
CTS	11.10	0.05490	1800	0
global route	11.28	0.06469	1423	-16.65
finish	11.28	0.05584	1334	0
## cell type report
cell class | instances | area (um^2) | share of cell area [%]
multi-input combinational | 16 | 172.7 | 44.81
inverter | 8 | 30.03 | 7.792
timing repair buffer | 14 | 125.1 | 32.47
tap | 46 | 57.56 | 14.94
## repair_timing
action                                  4_1_cts  5_1_grt
hold buffers                                  0        0
pin swaps                                     2        3
endpoints found under the hold margin         0        0
gates cloned                                  0        0
endpoints found under the setup margin        3        3
setup buffers                                 0        0
gates resized                                12        7
## metal layers
layer | share of wire [%] | up-vias | GRT usage, %
met4 | 0 | 0 | 0
met5 | 0 | - | 0
met3 | 9.1 | 0 | 0.4545
met1 | 40 | 77 | 1.714
met2 | 51 | 5 | 3.291
li1 | - | 105 | -
Power is estimated from default activity; no workload was simulated.
